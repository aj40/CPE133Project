===== /design/flow/constraint.sdc =====
current_design stopwatch

set clk_period 4.7
set clk_io_pct 0.2

create_clock -name clk0 -period $clk_period [get_ports {clk}]

set non_clock_inputs [all_inputs -no_clocks]
set_input_delay [expr $clk_period * $clk_io_pct] -clock clk0 $non_clock_inputs
set_output_delay [expr $clk_period * $clk_io_pct] -clock clk0 [all_outputs]

===== /design/flow/run.sh =====
#!/bin/bash
# OpenROAD 26Q1-2900-gdf79404cd8, Yosys 0.63+post, stock flow scripts
make -C /OpenROAD-flow-scripts/flow DESIGN_CONFIG=/design/flow/config.mk WORK_HOME=/design/flow/orfs finish

===== /design/flow/config.mk =====
export PLATFORM = sky130hd
export DESIGN_NAME = stopwatch
export DESIGN_NICKNAME = stopwatch
export VERILOG_FILES = /design/flow/design.v
export SDC_FILE = /design/flow/constraint.sdc
export NUM_CORES = 4
export LEC_CHECK = 1
export CORE_UTILIZATION = 30

===== /design/flow/design.v =====
`timescale 1ns / 1ps
module counter(
    input clk,
    input reset,
    input start_stop,
    output reg [3:0] d0, d1, d2, d3 
    );
    reg [27:0] ticks;
    wire click; 
    always @ (posedge clk or posedge reset)
        begin
            if(reset)
                ticks <= 0;
            else if(ticks == 10000000) 
                ticks <= 0;
            else if(start_stop) 
                ticks <= ticks + 1;
        end
  assign click = ((ticks == 10000000)?1'b1:1'b0); 
always @ (posedge clk or posedge reset)
begin
 if (reset)
  begin
   d0 <= 0;
   d1 <= 0;
   d2 <= 0;
   d3 <= 0;
  end
 else if (click) 
  begin
   if(d0 == 9) 
   begin  
    d0 <= 0;
    if (d1 == 9)  
    begin  
     d1 <= 0;
     if (d2 == 5) 
     begin 
      d2 <= 0;
      if(d3 == 9) 
       d3 <= 0;
      else
       d3 <= d3 + 1;
     end
     else 
      d2 <= d2 + 1;
    end
    else 
     d1 <= d1 + 1;
   end 
   else 
    d0 <= d0 + 1;
  end
end
endmodule
`timescale 1ns / 1ps
module seven_seg(
    input clk,
    input reset,
    input [3:0] d0, d1, d2, d3,
    output [6:0] Seg,
    output [3:0] an,
    output [1:0]dp
    );
reg [17:0]count;
always @ (posedge clk or posedge reset)
 begin
  if (reset)
   count <= 0;
  else
   count <= count + 1;
 end
reg [6:0]sseg;
reg [3:0]an_temp;
reg dp_temp;
always @ (*)
 begin
  case(count[17:16])
   2'b00 : 
    begin
     sseg = d3;
     an_temp = 4'b1110;
     dp_temp = 1'b0;
    end
   2'b01:
    begin
     sseg = d2;
     an_temp = 4'b1101;
     dp_temp = 1'b1;
    end
   2'b10:
    begin
     sseg = d1;
     an_temp = 4'b1011;
     dp_temp = 1'b0;
    end
   2'b11:
    begin
     sseg = d0;
     an_temp = 4'b0111;
     dp_temp = 1'b1;
    end
  endcase
 end
assign an = an_temp;
reg [6:0] sseg_temp;
always @ (*)
  begin
    case(sseg)
      4'h0    : sseg_temp = 7'b0000001;
      4'h1    : sseg_temp = 7'b1001111;
      4'h2    : sseg_temp = 7'b0010010; 
      4'h3    : sseg_temp = 7'b0000110;
      4'h4    : sseg_temp = 7'b1001100;
      4'h5    : sseg_temp = 7'b0100100;
      4'h6    : sseg_temp = 7'b0100000;
      4'h7    : sseg_temp = 7'b0001111;
      4'h8    : sseg_temp = 7'b0000000;
      4'h9    : sseg_temp = 7'b0000100;
      default : sseg_temp = 7'b0000001;
    endcase
  end
assign Seg = sseg_temp;
assign dp = dp_temp;
endmodule
`timescale 1ns / 1ps
module stopwatch(
    input clk,
    input start_stop,
    input reset,
    output [6:0] Seg,
    output [3:0]an,
    output dp
    );
    reg [3:0] t0, t1, t2, t3;
    counter counter_sw(.clk(clk), .start_stop(start_stop), .reset(reset), .d0(t0), .d1(t1), .d2(t2), .d3(t3));
    seven_seg seg(.clk(clk), .reset(reset), .d0(t0), .d1(t1), .d2(t2), .d3(t3), .Seg(Seg), .an(an), .dp(dp));
endmodule

==> ci_impl_report.md <==
### Yosys + OpenROAD results

| Metric | Value |
|---|---|
| Outcome | `finished clean` |
| Drt initial violations | `106` |
| Area grow syn2layout | `15.2%` |
| Clock Sinks | `62` |
| CP peak stage delay | `630 ps` |
| Buf/Inv on CP | `1` |
| Cells in synth_stat.txt | `310` |
| Largest net degree at the start of global routing | `34` |
| Clock buffer count from CTS | `9` |
| Synth logic family | `simple AND/OR/NAND/NOR gates` |
| DIE WIDTH | `106 um` |
| Syn avg cell area | `10.5 um2` |
| Max-cap violations | `0` |
| Post-DP HPWL | `3.80 mm` |
| Layout Skew | `9.88 ps` |
| Adder share | `0.0270` |
| Lkg Pwr | `1.61 nW` |
| Port bufs | `14` |
| Vias per inst | `4.66` |
| Synth async-reset ratio | `1.00` |
| Synth flops | `62` |
| Post-synth area hogs | `dfrtp_1, xnor2_1, xor2_1` |
| Layout fillers | `983` |
| Hold Vio Cnt, Final | `0` |
| Mux frac, synth | `0.0475` |
| Vias in the first global route | `2,109` |
| Setup Fix Bufs, Post-CTS | `0` |
| Area of the core | `0.0104 mm2` |
| Initial antenna violation count | `0` |
| Worst path cell trace | `mux4_2, ha_1, nand2_1, a21oi_1, clkdlybuf4s50_1` |
| Critical path fanouts, max | `11` |
| Worst-Skew Late Latency | `330 ps` |
| Crit path DAT | `2540 ps` |
| Synth Flop Type | `dfrtp_1` |
| Compound Share, Synth | `0.0494` |
| Final TNS setup | `0 ps` |
| Iteration tally of the first detailed-router pass | `4` |
| CTS tree | `done` |
| Final core occ | `0.359` |
| Total gr overflow | `0` |
| Chip Area | `0.0112 mm2` |
| RSZ-0062 raised after global routing | `false` |
| Routability congestion estimate | `0.815` |
| Synth Instances | `310` |
| Synth top cells by count | `dfrtp_1, xnor2_1, nor2_1` |
| Critical-path top delay cell | `mux4_2` |
| First-pass GRT wire length | `9.96 mm` |
| Post-synth EDFFs | `0` |
| Min Tclk post-route | `3480 ps` |
| Slew Limit Fails | `0` |
| Post-synth seq share | `0.479` |
| Share of the synthesized area in the top cell type | `0.479` |
| Setup crit end kind | `output pin` |
| YS chip area | `0.00324 mm2` |
| CTS root buf | `clkbuf_8` |
| Distinct lib cells | `50` |
| CP required | `3760 ps` |
| Gr usage total | `0.111` |
| Setup crit start kind | `register` |
| Die Height | `106 um` |
| H-tree levels | `3` |
| Simple Share, Synth | `0.225` |
| # IOs | `15` |
| WL final | `5.54 mm` |
| N_diodes | `0` |
| Netlist Area Pre-Place | `0.00324 mm2` |
| Row count | `37` |
| Most common cell in the synthesized netlist | `dfrtp_1` |
| Rel. slew slack | `0.580` |
| Min-Delay Path Class | `register to register` |
| Slew @ Worst Pin | `628 ps` |
| Hold Buf Count CTS | `0` |
| Cts repair resizes | `0` |
| Hold slack | `471 ps` |
| Cell taking the most area after synthesis | `dfrtp_1` |
| F_max | `287 MHz` |
| Post-Layout Cell Count | `467` |
| Register clock-pin slew on the reported worst setup and hold paths | `70 ps` |
| XOR Share, Synth | `0.135` |
| Pwr dens | `330 mW/mm2` |
| Synthesis warning total | `3` |
| Final setup violation count | `0` |
| Ratio of cells with drive above 1 in the final layout | `0.103` |
| WL/cell | `11.9 um` |
| Tally of OpenROAD warnings | `29` |
| Critical path's top delay family | `multiplexers` |
| Placed Cells | `451` |
| FP Util | `0.311` |
| Detail Route Antenna Nets | `0` |
| Clock Tree Buf Depth | `2` |
| WS Path Type | `register to output pin` |
| Detailed-route via count | `2,174` |
| DR DRC count | `0` |
| Maximum VDD drop | `0.117 mV` |
| Period utilization | `0.740` |
-- per-stage QoR --
step / worst slack [ps] / instance area, um2 / total power, mW
2_1_floorplan: 2190 / 3240 / 0.676
3_5_place_dp: 1590 / 3500 / 0.702
5_1_grt: 1020 / 3740 / 1.30
6_report: 1220 / 3740 / 1.23
4_1_cts: 1200 / 3740 / 1.25
3_3_place_gp: 1630 / 3500 / 0.700
-- report_power, final --
part	leakage (nW)	internal (mW)	switching [mW]	total (mW)
sequential	0.840	0.563	0.0371	0.600
clock	0.120	0.342	0.198	0.540
combinational	0.651	0.0420	0.0502	0.0922
total	1.61	0.946	0.286	1.23
-- cell type report --
| class | count | area (um2) | share of cell area |
|---|---|---|---|
| Clock buffer | 13 | 169 | 0.0452 |
| Clock inverter | 3 | 65.1 | 0.0174 |
| Inverter | 15 | 56.3 | 0.0151 |
| Multi-Input combinational cell | 222 | 1570 | 0.420 |
| Sequential cell | 62 | 1550 | 0.415 |
| Tap cell | 136 | 170 | 0.0455 |
| Timing Repair Buffer | 16 | 155 | 0.0415 |
-- kinds of logic after synthesis --
logic type	Yosys count
compound gates	19
xor+xnor	50
fa+ha+maj	7
buf+inv	26
flops	62
mux	10
simple gates	136
-- layout by cell type, fill, tap and decap left out, drive strengths merged, types with 3 or more instances in the layout --
| cell type | instances |
|---|---|
| mux4 | 4 |
| clkdlybuf4s50 | 14 |
| dfrtp | 62 |
| nor3 | 5 |
| nor2b | 4 |
| ha | 7 |
| nor2 | 33 |
| inv | 15 |
| nand2 | 22 |
| nor4b | 3 |
| or2 | 4 |
| a21oi | 6 |
| nand3 | 23 |
| mux2 | 3 |
| and3 | 7 |
| xor2 | 15 |
| and4 | 3 |
| nor3b | 3 |
| mux2i | 3 |
| nor4 | 3 |
| nand4 | 13 |
| clkbuf | 13 |
| nand2b | 8 |
| xnor2 | 35 |
-- metal layers --
| metal | wire, um | track usage | vias up |
|---|---|---|---|
| li1 | - | - | 1093 |
| met1 | 2930 | 0.180 | 1052 |
| met2 | 2370 | 0.162 | 20 |
| met3 | 114 | 0.0156 | 9 |
| met4 | 118 | 0.0218 | 0 |
| met5 | 0 | 0 | - |
-- sequential cells by signal (all words and copies together) (netlist names) --
signal	count
counter_sw.d0	4
counter_sw.ticks	28
seg.count	18
counter_sw.d1	4
counter_sw.d2	4
counter_sw.d3	4
-- worst reg2reg max path, delay by kind of cell (launching register included) --
kind | cells | cell delay [ps]
and+or+nand+nor | 4 | 950
DFF | 1 | 420
buffers and inverters | 2 | 390
AOI/OAI and AO/OA | 1 | 300
adders and majority gates | 1 | 140
-- final timing paths --
| kind | start | end | slack [ps] | cells past startpoint |
|---|---|---|---|---|
| worst min register to register | seg.count[6] | seg.count[6] | 470 | 1 |
| worst max-delay path | seg.count[16] | Seg[3] | 1220 | 5 |
| worst max register to register | counter_sw.ticks[0] | counter_sw.d0[3] | 2390 | 8 |
| worst min-delay path | seg.count[6] | seg.count[6] | 470 | 1 |
| max in group asynchronous | reset | counter_sw.d3[1] | 2810 | 3 |
| min in group asynchronous | reset | counter_sw.d0[0] | 1020 | 2 |
Power figures rest on the tool's default switching activity, not on a simulated workload.
